[./design.v]
`timescale 1ns / 1ps
module executecycle(
    input clk,rst,
    input RegWriteE,
    input ResultSrcE,
    input MemWriteE,
    input JumpE,
    input BranchE,
    input ALUControlE,
    input ALUScrcE,
    input [31:0]RD1E,
    input [31:0]RD2E,
    input[31:0]PCE,
    input [31:0]RdE,
    input [31:0]ImmEx1E,
    input [31:0]PCPlus4E,
    output PCSrcE,
    output RegWriteM,
    output ResultSrcM,
    output MemWriteM,
    output [31:0]ALUResultM,
    output [31:0]WriteDataM,
    output [31:0]RdM,
    output [31:0]PCPlus4M,
    output [31:0]PCTargetE
    );
    wire [31:0] SrcAE,SrcBR,WriteDataE,ZeroE,flag;
    reg [31:0] ALUResultM_r,WriteDataM_r,RdM_r,PCPlus4M_r;
    reg RegWriteM_r,ResultSrcM_r,MemWriteM_r;
    mux ex(.a(Rd2E),.b(ImmEx1E),.s(ALUScrcE),.out(SrcBE));
    assign SrcAE=RD1E;
    assign WriteDataE=RD2E;
    PC_Module_counter exe(.a(PCE),.b(ImmEx1E),.out(PCTargetE));
    ALU exec(.a(SrcAE),.b(SrcBE),.control(ALUControlE),.out1(ZeroE),.out2(ALUResultM_r));
    assign flag=(ZeroE & BranchE);
    assign PCSrcE=(JumpE | flag);
    always@(posedge clk or negedge rst)
    begin
        if(rst==1'b0)
            begin
                RegWriteM_r<=1'b0;
                ResultSrcM_r<=1'b0;
                MemWriteM_r<=1'b0;
                ALUResultM_r<=32'h00000000;
                WriteDataM_r<=32'h00000000;
                RdM_r<=32'h00000000;
                PCPlus4M_r<=32'h00000000;
            end
        else
            begin
                RegWriteM_r<=RegWriteE;
                ResultSrcM_r<=ResultSrcE;
                MemWriteM_r<=MemWriteE;
                WriteDataM_r<=WriteDataE;
                RdM_r<=RdE;
                PCPlus4M_r<=PCPlus4E;
            end
    end
    assign RegWriteM=RegWriteM;
    assign ResultSrcM=ResultSrcM_r;
    assign MemWriteM=MemWriteM_r;
    assign ALUResultM=ALUResultM_r;
    assign WriteDataM=WriteDataM_r;
    assign RdM=RdM_r;
    assign PCPlus4M=PCPlus4M_r;
endmodule
module mux(
    input[31:0]a,
    input [31:0]b,
    input c,
    output [31:0]out
);
    assign out=(~c)?a:b; 
endmodule
module PC_Module_counter(
    input[31:0]a,
    input [31:0]b,
    output [31:0]out
);
    assign out=a+b;
endmodule
[./run.sh]
#!/bin/bash
# OpenROAD 26Q1-2900-gdf79404cd8, Yosys 0.63+post, stock flow scripts
make -C /OpenROAD-flow-scripts/flow DESIGN_CONFIG=/design/flow/config.mk WORK_HOME=/design/flow/orfs finish
[./config.mk]
export PLATFORM = sky130hd
export DESIGN_NAME = mux
export DESIGN_NICKNAME = mux
export VERILOG_FILES = /design/flow/design.v
export SDC_FILE = /design/flow/constraint.sdc
export NUM_CORES = 4
export LEC_CHECK = 1
export CORE_AREA = 10 10 71 71
export DIE_AREA = 0 0 81 81
[./constraint.sdc]
current_design mux

set clk_period 1.0
set clk_io_pct 0.2

create_clock -name clk0 -period $clk_period

set non_clock_inputs [all_inputs -no_clocks]
set_input_delay [expr $clk_period * $clk_io_pct] -clock clk0 $non_clock_inputs
set_output_delay [expr $clk_period * $clk_io_pct] -clock clk0 [all_outputs]
==> run summary <==
Die X - 81 um
GRT Util Overall - 8.08%
Power density cells - 397 mW/mm^2
Fillcell total - 369
Syn Area/Cell - 15.1 sq um
Post-CTS Setup Inserts - 0
Arrival time at the worst endpoint - 890 ps
Drt wl/cell - 16.0 um
Max IR drop VDD - 0.170 mV
YS chip area - 544 sq um
DRC viols - 0
Layout cell share with drive strength beyond 1 - 52.9%
Largest net degree at the start of global routing - 9
Placed wire-length estimate - 2530 um
Worst Hold End - out[29]
Die footprint - 0.00656 sq mm
Tool Warnings - 34
Slew HR - 92.6%
Run status - complete, but fails checks
Floorplan Utilization - 15.0%
Antenna Cells - 0
Vias per cell - 3.84
Initial DRC Count - 7
Top cell area share - 82.8%
Hold path startpoint - b[29]
First-pass GRT wire length - 4180 um
# clk buffers - 0
Pins Over Slew Limit - 0
Storage element area - 0 sq um
CP Launch Type - primary input
Final Critical Period - 1090 ps
Synth warn - 0
WHS Path Cells - 3
Design area - 0.00159 sq mm
RePlAce Congestion - 0.809
Final Worst Setup Slack - -90.8 ps
Die y size - 81 um
Crit end category - output pin
Placed Area - 0.00155 sq mm
Fmax - 917 MHz
DRT antenna net count - 0
Path type of the worst min-delay path - primary input to output pin
Mapped Area - 544 sq um
Final Hold Viols - 0
Top cells by area - mux2_4 83%, buf_12 11%, mux2_2 4.1%
Crit. Startpoint - c
RSZ-0062 raised after global routing - true
Synth unique cells - 4
Number of global-route vias before repair - 787
Number of I/O pins - 97
Total length of routed wires - 2950 um
Layout area overhead - 193%
GR Overflow Total - 0
Post-synth top area cell - mux2_4
Gate Count Post-Synth - 36
Failing checks - negative setup slack
CP Data Required Time - 800 ps
Slew @ Worst Pin - 110 ps
Total power - 0.632 mW
Port Buffer Count - 97
Max cap viols - 0
Period Utilization, post-route - 109%
Flop count - 0
Setup violators final - 31
Yosys stat cell total - 36
Core Region - 0.00363 sq mm
Setup CP Type - primary input to output pin
Initial antenna violation count - 0
CP Max Fanout - 8
Row count - 22
Detailed Routing Iterations Pass 1 - 2
Final TNS setup - -2610 ps
Vias after detailed routing - 706
Register share after synthesis - 0%
Pleak - 0.860 nW
## critical path, stage by stage
cell    delay, ps
buf_16        140
buf_16        140
mux2_4        300
buf_6         110
## synthesized netlist by cell type (all sizes together)
cell / instances
buf: 4
mux2: 32
## layout by cell type, fill, tap and decap left out
cell type,count
buf_2,9
dlygate4sd2_1,62
clkdlybuf4s15_1,2
mux2_4,32
buf_12,2
buf_4,1
buf_6,23
buf_16,5
## report_power, final
part	internal [mW]	switching, mW
Clock	0	0
Combinational	0.490	0.142
Sequential	0	0
## per-stage QoR
step | setup WS (ps) | util [%] | cells | hold slack (ps)
2_1_floorplan | 66.9 | - | 36 | 498
3_3_place_gp | -521 | 42.6 | 180 | 1190
3_5_place_dp | -519 | 42.6 | 180 | 1200
4_1_cts | -96.2 | 42.1 | 184 | 775
5_1_grt | -113 | 43.8 | 184 | 792
6_report | -90.8 | 43.8 | 184 | 770
## cell families (layout without fill, tap and decap cells)
logic type             count (synthesis)  in the layout  synth area share [%]
buffers and inverters                  4            104                  13.1
muxes                                 32             32                  86.9
## final cells by class
| type | instances | area (sq um) | share of cell area [%] |
|---|---|---|---|
| multi-input combinational | 32 | 480 | 30.2 |
| tap | 48 | 60.1 | 3.77 |
| timing repair buffer | 104 | 1050 | 66.1 |
## worst max path at each step
stage	to	slack [ps]	cells past startpoint
CTS	out[25]	-100	4
global route	out[10]	-110	4
finish	out[25]	-90	4
## routing by layer
| metal | track usage, % | wire, um | up-vias |
|---|---|---|---|
| li1 | - | - | 341 |
| met1 | 9.48 | 1110 | 315 |
| met2 | 14.4 | 1490 | 50 |
| met3 | 3.23 | 347 | 0 |
| met4 | 0 | 0 | 0 |
| met5 | 0 | 0 | - |
## timing repair
item | in CTS | in global routing
hold endpoints to repair | 0 | 0
endpoints found under the setup margin | 32 | 32
hold buffers | 0 | 0
gates cloned | 4 | 0
gates resized | 185 | 11
Power and IR drop assume default switching activity.
